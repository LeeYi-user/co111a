**/design/flow/config.mk**
```make
export PLATFORM = sky130hd
export DESIGN_NAME = RAM64
export DESIGN_NICKNAME = RAM64
export VERILOG_FILES = /design/flow/design.v
export SDC_FILE = /design/flow/constraint.sdc
export NUM_CORES = 4
export LEC_CHECK = 1
export CORE_UTILIZATION = 40
```
**/design/flow/constraint.sdc**
```tcl
current_design RAM64

set clk_period 6.6
set clk_io_pct 0.2

create_clock -name clk0 -period $clk_period [get_ports {clock}]

set non_clock_inputs [all_inputs -no_clocks]
set_input_delay [expr $clk_period * $clk_io_pct] -clock clk0 $non_clock_inputs
set_output_delay [expr $clk_period * $clk_io_pct] -clock clk0 [all_outputs]
```
**/design/flow/design.v**
```verilog
module Nand(input a, b, output out);
    nand g(out, a, b);
endmodule
module And(input a, b, output out);
    Nand g1(a, b, aNandb);
    Not g2(aNandb, out);
endmodule
module And16(input[15:0] a, b, output[15:0] out);
    And g1(a[15], b[15], out[15]);
    And g2(a[14], b[14], out[14]);
    And g3(a[13], b[13], out[13]);
    And g4(a[12], b[12], out[12]);
    And g5(a[11], b[11], out[11]);
    And g6(a[10], b[10], out[10]);
    And g7(a[9], b[9], out[9]);
    And g8(a[8], b[8], out[8]);
    And g9(a[7], b[7], out[7]);
    And g10(a[6], b[6], out[6]);
    And g11(a[5], b[5], out[5]);
    And g12(a[4], b[4], out[4]);
    And g13(a[3], b[3], out[3]);
    And g14(a[2], b[2], out[2]);
    And g15(a[1], b[1], out[1]);
    And g16(a[0], b[0], out[0]);
endmodule
module DMux(input in, sel, output a, b);
    Not g1(sel, Notsel);
    And g2(Notsel, in, a);
    And g3(in, sel, b);
endmodule
module DMux4Way(input in, input[1:0] sel, output a, b, c, d);
    DMux g1(in, sel[1], a0, b0);
    DMux g2(a0, sel[0], a, b);
    DMux g3(b0, sel[0], c, d);
endmodule
module DMux8Way(input in, input[2:0] sel, output a, b, c, d, e, f, g, h);
    DMux4Way g1(in, sel[2:1], a0, b0, c0, d0);
    DMux g2(a0, sel[0], a, b);
    DMux g3(b0, sel[0], c, d);
    DMux g4(c0, sel[0], e, f);
    DMux g5(d0, sel[0], g, h);
endmodule
module Mux(input a, b, sel, output out);
    Not g1(sel, Notsel);
    And g2(a, Notsel, aAndNotsel);
    And g3(b, sel, bAndsel);
    Or g4(aAndNotsel, bAndsel, out);
endmodule
module Mux16(input[15:0] a, b, input sel, output[15:0] out);
    Mux g1(a[15], b[15], sel, out[15]);
    Mux g2(a[14], b[14], sel, out[14]);
    Mux g3(a[13], b[13], sel, out[13]);
    Mux g4(a[12], b[12], sel, out[12]);
    Mux g5(a[11], b[11], sel, out[11]);
    Mux g6(a[10], b[10], sel, out[10]);
    Mux g7(a[9], b[9], sel, out[9]);
    Mux g8(a[8], b[8], sel, out[8]);
    Mux g9(a[7], b[7], sel, out[7]);
    Mux g10(a[6], b[6], sel, out[6]);
    Mux g11(a[5], b[5], sel, out[5]);
    Mux g12(a[4], b[4], sel, out[4]);
    Mux g13(a[3], b[3], sel, out[3]);
    Mux g14(a[2], b[2], sel, out[2]);
    Mux g15(a[1], b[1], sel, out[1]);
    Mux g16(a[0], b[0], sel, out[0]);
endmodule
module Mux4Way16(input[15:0] a, b, c, d, input[1:0] sel, output[15:0] out);
    wire[15:0] c1, c2;
    Mux16 g1(a, b, sel[0], c1);
    Mux16 g2(c, d, sel[0], c2);
    Mux16 g3(c1, c2, sel[1], out);
endmodule
module Mux8Way16(input[15:0] a, b, c, d, e, f, g, h, input[2:0] sel, output[15:0] out);
    wire[15:0] o1, o2;
    Mux4Way16 g1(a, b, c, d, sel[1:0], o1);
    Mux4Way16 g2(e, f, g, h, sel[1:0], o2);
    Mux16 g3(o1, o2, sel[2], out);
endmodule
module Not(input in, output out);
    Nand g(in, in, out);
endmodule
module Not16(input[15:0] in, output[15:0] out);
    Not g1(in[15], out[15]);
    Not g2(in[14], out[14]);
    Not g3(in[13], out[13]);
    Not g4(in[12], out[12]);
    Not g5(in[11], out[11]);
    Not g6(in[10], out[10]);
    Not g7(in[9], out[9]);
    Not g8(in[8], out[8]);
    Not g9(in[7], out[7]);
    Not g10(in[6], out[6]);
    Not g11(in[5], out[5]);
    Not g12(in[4], out[4]);
    Not g13(in[3], out[3]);
    Not g14(in[2], out[2]);
    Not g15(in[1], out[1]);
    Not g16(in[0], out[0]);
endmodule
module Or(input a, b, output out);
    Not g1(a, Nota);
    Not g2(b, Notb);
    Nand g3(Nota, Notb, out);
endmodule
module Or8Way(input[7:0] in, output out);
    Or g1(in[7], in[6], c1);
    Or g2(in[5], in[4], c2);
    Or g3(in[3], in[2], c3);
    Or g4(in[1], in[0], c4);
    Or g5(c1, c2, d1);
    Or g6(c3, c4, d2);
    Or g7(d1, d2, out);
endmodule
module Or16(input[15:0] a, b, output[15:0] out);
    Or g1(a[15], b[15], out[15]);
    Or g2(a[14], b[14], out[14]);
    Or g3(a[13], b[13], out[13]);
    Or g4(a[12], b[12], out[12]);
    Or g5(a[11], b[11], out[11]);
    Or g6(a[10], b[10], out[10]);
    Or g7(a[9], b[9], out[9]);
    Or g8(a[8], b[8], out[8]);
    Or g9(a[7], b[7], out[7]);
    Or g10(a[6], b[6], out[6]);
    Or g11(a[5], b[5], out[5]);
    Or g12(a[4], b[4], out[4]);
    Or g13(a[3], b[3], out[3]);
    Or g14(a[2], b[2], out[2]);
    Or g15(a[1], b[1], out[1]);
    Or g16(a[0], b[0], out[0]);
endmodule
module Xor(input a, b, output out);
    Not g1(a, Nota);
    Not g2(b, Notb);
    And g3(a, Notb, aAndNotb);
    And g4(Nota, b, NotaAndb);
    Or g5(aAndNotb, NotaAndb, out);
endmodule
module Add16(input[15:0] a, b, output[15:0] out);
    HalfAdder g1(a[0], b[0], out[0], c0);
    FullAdder g2(a[1], b[1], c0, out[1], c1);
    FullAdder g3(a[2], b[2], c1, out[2], c2);
    FullAdder g4(a[3], b[3], c2, out[3], c3);
    FullAdder g5(a[4], b[4], c3, out[4], c4);
    FullAdder g6(a[5], b[5], c4, out[5], c5);
    FullAdder g7(a[6], b[6], c5, out[6], c6);
    FullAdder g8(a[7], b[7], c6, out[7], c7);
    FullAdder g9(a[8], b[8], c7, out[8], c8);
    FullAdder g10(a[9], b[9], c8, out[9], c9);
    FullAdder g11(a[10], b[10], c9, out[10], c10);    
    FullAdder g12(a[11], b[11], c10, out[11], c11);   
    FullAdder g13(a[12], b[12], c11, out[12], c12);   
    FullAdder g14(a[13], b[13], c12, out[13], c13);   
    FullAdder g15(a[14], b[14], c13, out[14], c14);   
    FullAdder g16(a[15], b[15], c14, out[15], c15);
endmodule
module ALU(input[15:0] x, y, input zx, nx, zy, ny, f, no, output[15:0] out, output zr, ng);
    wire[15:0] x1, notx, x2, y1, noty, y2, xaddy, xandy, out1, notout, out2;
    Mux16 g1(x, 16'b0, zx, x1);
    Not16 g2(x1, notx);
    Mux16 g3(x1, notx, nx, x2);
    Mux16 g4(y, 16'b0, zy, y1);
    Not16 g5(y1, noty);
    Mux16 g6(y1, noty, ny, y2);
    Add16 g7(y2, x2, xaddy);
    And16 g8(y2, x2, xandy);
    Mux16 g9(xandy, xaddy, f, out1);
    Not16 g10(out1, notout);
    Mux16 g11(out1, notout, no, out2);
    And16 g12(out2, out2, out);
    Or8Way g13(out[7:0], orLow);
    Or8Way g14(out[15:8], orHigh);
    Or g15(orLow, orHigh, orAll);
    Mux g16(1'b1, 1'b0, orAll, zr);
    Mux g17(1'b0, 1'b1, out[15], ng);
endmodule
module FullAdder(input a, b, c, output sum, carry);
    Xor g1(a, b, c0);
    Xor g2(c0, c, sum);
    And g3(a, b, ab);
    And g4(a, c, ac);
    And g5(b, c, bc);
    Or g6(ab, ac, o1);
    Or g7(o1, bc, carry);
endmodule
module HalfAdder(input a, b, output sum, carry);
    Xor g1(a, b, sum);
    And g2(a, b, carry);
endmodule
module Inc16(input[15:0] in, output[15:0] out);
    wire[15:0] b = 16'b0000000000000001;
    Add16 g1(in, b, out);
endmodule
module DFF(input in, clock, output out);
    reg q;
    assign out = q;
    always @(posedge clock) begin
        q = in;
    end
endmodule
module Bit(input in, clock, load, output out);
    Mux g1(out, in, load, c);
    DFF g2(c, clock, out);
endmodule
module Register(input[15:0] in, input clock, load, output[15:0] out);
    Bit g1(in[0], clock, load, out[0]);
    Bit g2(in[1], clock, load, out[1]);
    Bit g3(in[2], clock, load, out[2]);
    Bit g4(in[3], clock, load, out[3]);
    Bit g5(in[4], clock, load, out[4]);
    Bit g6(in[5], clock, load, out[5]);
    Bit g7(in[6], clock, load, out[6]);
    Bit g8(in[7], clock, load, out[7]);
    Bit g9(in[8], clock, load, out[8]);
    Bit g10(in[9], clock, load, out[9]);
    Bit g11(in[10], clock, load, out[10]);
    Bit g12(in[11], clock, load, out[11]);
    Bit g13(in[12], clock, load, out[12]);
    Bit g14(in[13], clock, load, out[13]);
    Bit g15(in[14], clock, load, out[14]);
    Bit g16(in[15], clock, load, out[15]);
endmodule
module RAM8(input[15:0] in, input clock, load, input[2:0] address, output[15:0] out);
    wire[15:0] R1, R2, R3, R4, R5, R6, R7, R8;
    DMux8Way g1(load, address, L1, L2, L3, L4, L5, L6, L7, L8);
    Register g2(in, clock, L1, R1);
    Register g3(in, clock, L2, R2);
    Register g4(in, clock, L3, R3);
    Register g5(in, clock, L4, R4);
    Register g6(in, clock, L5, R5);
    Register g7(in, clock, L6, R6);
    Register g8(in, clock, L7, R7);
    Register g9(in, clock, L8, R8);
    Mux8Way16 g10(R1, R2, R3, R4, R5, R6, R7, R8, address, out);
endmodule
module RAM64(input[15:0] in, input clock, load, input[5:0] address, output[15:0] out);
    wire[15:0] R1, R2, R3, R4, R5, R6, R7, R8;
    DMux8Way g1(load, address[5:3], L1, L2, L3, L4, L5, L6, L7, L8);
    RAM8 g2(in, clock, L1, address[2:0], R1);
    RAM8 g3(in, clock, L2, address[2:0], R2);
    RAM8 g4(in, clock, L3, address[2:0], R3);
    RAM8 g5(in, clock, L4, address[2:0], R4);
    RAM8 g6(in, clock, L5, address[2:0], R5);
    RAM8 g7(in, clock, L6, address[2:0], R6);
    RAM8 g8(in, clock, L7, address[2:0], R7);
    RAM8 g9(in, clock, L8, address[2:0], R8);
    Mux8Way16 g10(R1, R2, R3, R4, R5, R6, R7, R8, address[5:3], out);
endmodule
module RAM8K(input[15:0] in, input clock, load, input[12:0] address, output[15:0] out);
    reg[15:0] m[0:2**13 - 1];
    assign out = m[address];
    always @(posedge clock) begin
        if (load) m[address] = in;
    end
endmodule
module RAM16K(input[15:0] in, input clock, load, input[13:0] address, output[15:0] out);
    reg[15:0] m[0:2**14 - 1];
    assign out = m[address];
    always @(posedge clock) begin
        if (load) m[address] = in;
    end
endmodule
module ROM32K(input[14:0] address, output[15:0] out);
    reg[15:0] m[0:2**15 - 1];
    assign out = m[address];
endmodule
module PC(input[15:0] in, input clock, load, inc, reset, output[15:0] out);
    wire[15:0] out1, out2, out3, out4, out5;
    Register g1(out5, clock, 1'b1, out1);
    Inc16 g2(out1, out2);
    And16 g3(out1, out1, out);
    Mux16 g4(out1, out2, inc, out3);
    Mux16 g5(out3, in, load, out4);
    Mux16 g6(out4, 16'b0, reset, out5);
endmodule
module CPU(input[15:0] inM, I, input clock, reset, output[15:0] outM, output writeM, output[14:0] addressM, pc);
    wire[15:0] outALU, out1Mux16, outARegister, outDRegister, out2Mux16, pcout;
    Mux16 g1(I, outALU, I[15], out1Mux16);
    Not g2(I[15], isA);
    And g3(I[15], I[5], isCAndd1);
    Or g4(isA, isCAndd1, loadARegister);
    Register A(out1Mux16, clock, loadARegister, outARegister);
    assign addressM = outARegister[14:0];
    And g5(I[15], I[4], loadDRegister);
    Register D(outALU, clock, loadDRegister, outDRegister);
    Mux16 g6(outARegister, inM, I[12], out2Mux16);
    ALU g7(outDRegister, out2Mux16, I[11], I[10], I[9], I[8], I[7], I[6], outALU, czr, cng);
    And16 g8(outALU, outALU, outM);
    And g9(I[15], I[3], writeM);
    Not g10(I[2], Notj1);
    Not g11(I[1], Notj2);
    Not g12(I[0], Notj3);
    Not g13(czr, Notczr);
    Not g14(cng, Notcng);
    And g15(Notj1, Notj2, Notj1AndNotj2);
    And g16(Notj1AndNotj2, I[0], Notj1AndNotj2Andj3);
    And g17(Notczr, Notcng, NotczrAndNotcng);
    And g18(Notj1AndNotj2Andj3, NotczrAndNotcng, jgt);
    And g19(Notj1, Notj3, Notj1AndNotj3);
    And g20(Notj1AndNotj3, I[1], Notj1Andj2AndNotj3);
    And g21(Notj1Andj2AndNotj3, czr, jeq);
    And g22(I[1], I[0], j2Andj3);
    And g23(Notj1, j2Andj3, Notj1Andj2Andj3);
    And g24(Notj1Andj2Andj3, Notcng, jge);
    And g25(Notj2, Notj3, Notj2AndNotj3);
    And g26(I[2], Notj2AndNotj3, j1AndNotj2AndNotj3);
    And g27(j1AndNotj2AndNotj3, cng, jlt);
    And g28(I[2], I[0], j1Andj3);
    And g29(j1Andj3, Notj2, j1AndNotj2Andj3);
    And g30(j1AndNotj2Andj3, Notczr, jne);
    And g31(I[2], I[1], j1Andj2);
    And g32(j1Andj2, Notj3, j1Andj2AndNotj3);
    Or g33(czr, cng, czrOrcng);
    And g34(j1Andj2AndNotj3, czrOrcng, jle);
    And g35(j1Andj2, I[0], jmp);
    Or g36(1'b0, jgt, jout1);
    Or g37(jeq, jge, jout2);
    Or g38(jlt, jne, jout3);
    Or g39(jle, jmp, jout4);
    Or g40(jout1, jout2, jout5);
    Or g41(jout3, jout4, jout6);
    Or g42(jout5, jout6, jump);
    And g43(I[15], jump, loadPC);
    Not g44(loadPC, NotloadPC);
    PC g45(outARegister, clock, loadPC, NotloadPC, reset, pcout);
    assign pc = pcout[14:0];
endmodule
module Memory(input[15:0] in, input clock, load, input[14:0] address, output[15:0] out);
    wire[15:0] outM, outS, outK, outSK;
    Not g1(address[14], Not14);
    And g2(Not14, load, loadM);
    And g3(address[14], load, loadS);
    RAM16K g4(in, clock, loadM, address[13:0], outM);
    RAM8K screen(in, clock, loadS, address[12:0], outS);
    Register keyboard(16'h0F0F, clock, 1'b0, outK);
    Mux16 g5(outS, outK, address[13], outSK);
    Mux16 g6(outM, outSK, address[14], out);
endmodule
module Computer(input clock, reset);
    wire[15:0] I, out, outM;
    wire[14:0] addressM, pc;
    ROM32K g1(pc, I);
    CPU g2(out, I, clock, reset, outM, writeM, addressM, pc);
    Memory g3(outM, !clock, writeM, addressM, out);
endmodule
```
**/design/flow/run.sh**
```bash
#!/bin/bash
# OpenROAD 26Q1-2900-gdf79404cd8, Yosys 0.63+post, stock flow scripts
make -C /OpenROAD-flow-scripts/flow DESIGN_CONFIG=/design/flow/config.mk WORK_HOME=/design/flow/orfs finish
```
==> results.cfg <==
; synthesis and place-and-route metrics
[status]
status = finished, final reports clean

[yosys]
synth_top_cell_by_area = edfxtp_1
syn_area_per_cell_sq_um = 22.5
ys_area_sq_um = 39400
syn_area_sq_um = 39400
synthTopCellsByCount = edfxtp_1, mux4_2, nor2_1
yosys_warnings = 31
edf_count = 1024
synth_flop_count = 1024
flop_cell = edfxtp_1
synth.distinct_cells = 31
syn_inst = 1755
ys_seq_share = 0.780
top_cell_area_share = 0.780
synthArstFlopShare = 0
most_common_cell = edfxtp_1
ys_cells = 1755
top_cells_by_area = edfxtp_1, mux4_2, mux2i_1

[finish]
multiInputGateArea_sq_um = 8070
seq_area_sq_um = 30700
final_core_util = 0.464
area_growth_pct = 14.3
drive_gt1_frac = 0.279
fillers = 7755

[routing]
ant_nets = 0
routedWlPerCell_microns = 28.0
drc = 0
drt_wl_total_microns = 91000
viasPerCell = 5.61
vias = 18243
drt_iter0_markers = 1086
dr.pass1.iters = 7

[clocking]
clk_pin_slew_ns = 0.06
cts_resized = 0
clockBufferDepth = 3
postCtsSetupBuffers = 0
cts_tree = done
cts_inserted_buffers = 103
cts-htree-levels = 3
cts_sinks = 1024
holdBufCountCts = 0
cts-root-buf = clkbuf_16

[placement]
dp_slack_ns = 0.579
finalWeightedCongestion = 0.865
place_hpwl_microns = 52700
io_buffers = 39

[final_timing]
setup_viol = 0
fmax_mhz = 168
rsz0062_at_grt = no
period_needed_ns = 5.95
finalHoldViolations = 0
drv_slew = 0
worst_pin_slew_ns = 1.01
relSlewSlack = 0.324
setup_ws_ns = 0.653
tns_ns = 0
fin_crit_sh = 0.901

[pwr]
p_leak_uw = 0.0141
switchingPower_uw = 2750
p_sw_frac = 0.200
p_per_area_nw_per_um2 = 305
p_int_uw = 11000
clkPwrFrac = 0.426
power_uw = 13800
ir_drop_v = 0.000233
pwr-share-comb = 0.050
seq_power_share = 0.524

[worst_setup_path]
worstPathArrival_ns = 4.63
required_ns = 5.28
path_buffers = 4
crit_fanout = 67
critical_path.top_delay_family = buffers and inverters
slowest_stage = a221oi_1
cp_cell_sequence = clkbuf_8 -> buf_12 -> buf_4 -> mux4_2 -> mux2i_1 -> a221oi_1 -> nand2_1 -> nand2_1 -> clkdlybuf4s50_1
critPathKind = input port to output port
end_kind = output port
startpoint_type = input port
cpMostUsedCell = nand2_1
max_stage_delay_ns = 0.76

[global_route]
grt_pass1_vias = 20419
grt_max_degree = 68
antenna_found_initial = 3
grt_use_total = 0.210
grt_pass1_wl_microns = 136000
grt_overflow = 0

[flow_run]
drv_cap = 0
tool_warnings = 26

[floorplan]
fp-utilization = 0.406
row_count = 114
fp.dieW_microns = 316
die_area_sq_um = 99800
ios = 40
die.size.y_microns = 316
coreArea_sq_um = 97100

[worst_hold_path]
min_path_type = input port to register
==> power groups by stage <==
stage	clock network [uW]	logic [uW]	registers (uW)
finish	5870	683	7210
global route	6220	740	7210
CTS	5970	697	7210
==> cells in the final DEF, fill, tap and decap left out, types with 3 or more instances in the layout <==
cell type        netlist  final
clkbuf_16              0    106
o21ai_0               23     23
a22oi_1               13     13
o22a_1                 8      8
nand3b_1               3      3
buf_12                 0      7
clkinv_1               0     18
a211oi_1               3      3
mux4_2               256    256
nor3_1                12      8
nor2_1                77     77
o221ai_1              15     15
nor3_2                 0      4
clkbuf_1              33     26
a211o_1                4      4
edfxtp_1            1024   1024
nand3_1               12     12
mux2i_1               50     50
o31ai_1                3      3
a221oi_1              16     16
nor2b_1               10     10
clkinv_2               0     13
a21oi_1               24     24
nand2_1               37     37
buf_2                 33     18
clkdlybuf4s50_1        0     18
o22ai_1               23     23
bufinv_16              0     16
buf_4                 36    105
and2_1                 3      3
mux2_2                16     16
nand2b_1               4      4
==> layer usage <==
metal,part of all wire,GRT usage
met1,0.32,0.256
met2,0.48,0.306
met3,0.17,0.161
met4,0.026,0.0440
met5,0.0032,0.0199
==> area by class of cell <==
| cell class | instances | area share |
|---|---|---|
| Tap cell | 1276 | 0.0354 |
| Multi-Input combinational cell | 616 | 0.179 |
| Timing Repair Buffer | 151 | 0.0276 |
| Inverter | 1 | 0.0000833 |
| Antenna cell | 1 | 0.0000555 |
| Sequential cell | 1024 | 0.682 |
| Clock inverter | 52 | 0.0147 |
| Clock buffer | 132 | 0.0610 |
==> cell families after synthesis <==
logic type,Yosys count,share of synthesized area
simple gates,162,0.0179
compound gates,132,0.0228
mux,322,0.163
buf+inv,115,0.0160
flops,1024,0.780
==> metrics by stage <==
step,hold WS [ns],area [sq um],std cells
2_1_floorplan,1.42,39400,1755
3_3_place_gp,1.63,41700,3068
3_5_place_dp,1.63,41700,3068
4_1_cts,0.938,45100,3252
5_1_grt,0.956,45100,3252
6_report,0.963,45100,3253
==> path summary, 6_finish.rpt <==
kind,startpoint,cells after the start,end
max,address[2],9,out[6]
min,in[6],1,register
Power is estimated from default activity; no workload was simulated.
